==> design.v <==
module dram_read (clk, input_valid, row_number, row, output_valid);
   input clk;
   input input_valid;
   input [3:0] row_number;
   output [31:0] row;
   output output_valid;
   reg [31:0] row;
   reg output_valid;
   reg [31:0] dram [0:15];
   reg [3:0] open_row_number;
   reg open_row_number_valid;
   reg [1:0] delay_counter;
   initial begin
      dram[0] = 0;
      dram[1] = 1;
      dram[2] = 2;
      dram[3] = 3;
      dram[4] = 4;
      dram[5] = 5;
      dram[6] = 6;
      dram[7] = 7;
      dram[8] = 8;
      dram[9] = 9;
      dram[10] = 10;
      dram[11] = 11;
      dram[12] = 12;
      dram[13] = 13;
      dram[14] = 14;
      dram[15] = 15;
      open_row_number_valid = 0;
      output_valid = 0;
   end
   always @ (posedge clk) begin
      if (input_valid) begin
         if (open_row_number_valid) begin
            if (open_row_number == row_number) begin
               row <= #2 dram[row_number];
               output_valid <= #2 1;
               delay_counter <= #2 0;
            end
            else begin
               open_row_number <= #2 row_number;
               output_valid <= #2 0;
               delay_counter <= #2 2;
            end
         end
         else begin
            open_row_number <= #2 row_number;
            open_row_number_valid <= #2 1;
            output_valid <= #2 0;
            delay_counter <= #2 1;
         end
      end
      else begin
         if (delay_counter == 1) begin
            row <= #2 dram[open_row_number];
            output_valid <= #2 1;
            delay_counter <= #2 0;
         end
         else if (delay_counter == 2) begin
            delay_counter <= #2 delay_counter - 1;
         end
         else begin
            output_valid <= #2 0;
         end
      end
   end
endmodule
==> config.mk <==
export PLATFORM = sky130hd
export DESIGN_NAME = dram_read
export DESIGN_NICKNAME = dram_read
export VERILOG_FILES = /design/flow/design.v
export SDC_FILE = /design/flow/constraint.sdc
export NUM_CORES = 4
export LEC_CHECK = 1
export CORE_AREA = 10 10 72 72
export DIE_AREA = 0 0 82 82
==> constraint.sdc <==
current_design dram_read

set clk_period 2.1
set clk_io_pct 0.2

create_clock -name clk0 -period $clk_period [get_ports {clk}]

set non_clock_inputs [all_inputs -no_clocks]
set_input_delay [expr $clk_period * $clk_io_pct] -clock clk0 $non_clock_inputs
set_output_delay [expr $clk_period * $clk_io_pct] -clock clk0 [all_outputs]
==> run.sh <==
#!/bin/bash
# OpenROAD 26Q1-2900-gdf79404cd8, Yosys 0.63+post, stock flow scripts
make -C /OpenROAD-flow-scripts/flow DESIGN_CONFIG=/design/flow/config.mk WORK_HOME=/design/flow/orfs finish
==> metrics.cfg <==
[sta]
setup_viol_count_final = 0
tns_ns = 0
slew_headroom_pct = 58.67
period_needed_ns = 1.886
rsz0062_at_grt = no
setup_slack_ns = 0.2137
fin_skew_ns = 0.003150
finalCritPeriodShare_pct = 89.82
finalMaxSlewViolations = 0
worst_slew_pin_slew_ns = 0.6145
final_hold_viol_count = 0
fmaxAchievable_mhz = 530.1

[place]
post-place-ws_ns = 0.01357
hpwl_um = 1152
port_buffers = 10
place_congestion = 0.8116

[cts]
cts_made_buffers = 3
cts.htree.levels = 1
cts_resized = 0
clock-root-buffer = clkbuf_8
cts_hold_buf = 0
cts_tree = done
post_cts_buffers = 0
cts.reportedPaths.clkPinSlew_ns = 0.05
insertion_delay_ns = 0.24
cts_sinks = 12
cts_buffer_depth = 2

[synthesis]
postSynthAreaPerCell_um2 = 11.44
synth_cell_types = 17
yosys-stat-cells = 68
numSynthFlops = 12
netlist_instances = 68
yosysWarnings = 1
synth_seq_share_pct = 46.30
yosys_area_um2 = 778.2
synth_area_um2 = 778.2

[min_path]
hp-class = flop to flop
worst_hold_path.num_cells = 1
hp-start = open_row_number[2]$_DFFE_PP_
worstHoldEndpoint = row[2]$_DFFE_PP_

[layout]
n_fill_cell = 404
seq_area_um2 = 360.3
drive_above_1_share_pct = 12.20
final_layout_top_logic_cell = conb_1
final_cell_mix = conb_1 (29), edfxtp_1 (12), clkdlybuf4s50_1 (10)
area_growth_pct = 13.67
logic_area_um2 = 292.8

[drt]
vias_per_cell = 3.146
ant_nets = 0
wl_um = 1377
drt-wirelength-per-cell_um = 10.59
num_vias = 409
diodes = 0
drt_iter0_markers = 24
drc = 0
first_pass_iters = 4

[worst_setup_path]
worstSetupPathType = primary input to flop
critPathLaunchType = primary input
crit_slowest_cell = clkdlybuf4s50_1
rrSetupSlack_ns = 0.49
crit_fanout = 4
max_stage_delay_ns = 0.53
worstPathCellList = clkdlybuf4s50_1 > xor2_1 > nor4_2 > a21boi_0
rr_endpoint = open_row_number[2]$_DFFE_PP_
reg2reg_from = open_row_number[0]$_DFFE_PP_
crit_required_ns = 1.97
worstRegToRegCells = 3
end_kind = flop
crit_arrival_ns = 1.76

[die]
rows = 22
die_height_um = 82
io_pins = 39
die_x_um = 82
dieArea_mm2 = 0.006724
fp_util_pct = 21.10
core_area_mm2 = 0.003689

[power_and_ir_drop]
p_sw_share_pct = 23.74
clkPwrFrac_pct = 30.4
seqPwrFrac_pct = 48.5
comb_power_share_pct = 21.1
p_switching_mw = 0.1625
total_power_mw = 0.6845
p_int_mw = 0.5220
p_leak_nw = 0.3716
irDropWorstVdd_uv = 335.0
p_per_area_mw_per_mm2 = 773.8

[global_route]
grt_pass1_vias = 439
grt_pass1_wl_um = 2076
antenna_found_initial = 0
grt-ovfl-total = 0
grt_max_degree = 14
groute.usage.overall_pct = 3.963

[job]
openroad.warnings = 26
drv_cap = 0

[run_status]
status = finished, final reports clean

-- stage by stage --
| stage | hold slack (ns) | area, µm² | util, % | instances |
|---|---|---|---|---|
| 2_1_floorplan | 0.5189 | 879.6 | - | 95 |
| 3_3_place_gp | 0.5873 | 839.6 | 22.76 | 126 |
| 3_5_place_dp | 0.5915 | 839.6 | 22.76 | 126 |
| 4_1_cts | 0.6066 | 884.6 | 23.98 | 130 |
| 5_1_grt | 0.6257 | 884.6 | 23.98 | 130 |
| 6_report | 0.6009 | 884.6 | 23.98 | 130 |
-- power groups by stage --
| stage | clock [mW] | sequential (mW) | combinational, mW |
|---|---|---|---|
| final | 0.208 | 0.332 | 0.145 |
| after global routing | 0.226 | 0.336 | 0.164 |
| after CTS | 0.210 | 0.332 | 0.149 |
-- cell usage after synthesis --
master / instances / area share [%]
a21boi_0: 1 / 0.96
a31o_1: 2 / 2.3
buf_2: 1 / 0.64
buf_4: 28 / 27
conb_1: 2 / 0.96
edfxtp_1: 12 / 46
ha_1: 2 / 3.2
inv_1: 3 / 1.4
mux2_2: 4 / 5.8
nand2_1: 2 / 0.96
nor2_1: 2 / 0.96
nor2b_1: 1 / 0.80
nor4_2: 1 / 1.6
o21a_1: 1 / 0.96
o22ai_1: 1 / 0.80
or3_1: 1 / 0.80
xor2_1: 4 / 4.5
-- cell type report --
type / instances / area share (%)
clock buffers: 3 / 4.668
clock inverters: 1 / 0.4243
inverters: 3 / 1.273
multi-input cells: 51 / 33.10
flip-flops and latches: 12 / 40.74
well taps: 48 / 6.789
repair buffers: 12 / 13.01
-- state kept, by name, summed over array words and instances, names as in the netlist --
name and flops:
open_row_number_valid 1, delay_counter 2, output_valid 1, row 4, open_row_number 4
-- critical path, delay by kind of cell --
kind                      cells  cell delay [ns]
buffers and inverters         1             0.53
AOI/OAI and AO/OA             1             0.52
xor gates and xnor gates      1             0.20
and+or+nand+nor               1             0.09
-- per-layer routing --
metal / GRT usage, % / vias to the layer above / part of all wire [%] / routed length, µm
met1: 5.810 / 182 / 52 / 719
met2: 5.408 / 28 / 41 / 561
met4: 0.1701 / 0 / 0.29 / 4
met5: 0 / - / 0 / 0
li1: - / 197 / - / -
met3: 1.982 / 2 / 6.6 / 91
-- how the worst max path moves through the flow --
| stage | start | to | slack [ns] | depth (start not counted) |
|---|---|---|---|---|
| 4_1_cts | row_number[0] | open_row_number[2]$_DFFE_PP_ | 0.21 | 4 |
| 5_1_grt | row_number[1] | open_row_number[3]$_DFFE_PP_ | 0.13 | 4 |
| 6_report | row_number[3] | open_row_number[2]$_DFFE_PP_ | 0.21 | 4 |
-- kinds of logic after synthesis --
family / synth area share, %
compound gates: 4.986
fa+ha+maj: 3.215
buf+inv: 29.10
simple gates: 5.146
mux: 5.787
flops: 46.30
xor+xnor: 4.501
other cells: 0.9650
Power figures rest on the tool's default switching activity, not on a simulated workload.
