--- config.mk ---
export PLATFORM = sky130hd
export DESIGN_NAME = BANK
export DESIGN_NICKNAME = BANK
export VERILOG_FILES = /design/flow/design.v
export SDC_FILE = /design/flow/constraint.sdc
export NUM_CORES = 4
export LEC_CHECK = 1
export CORE_AREA = 10 10 70 70
export DIE_AREA = 0 0 80 80
--- constraint.sdc ---
current_design BANK

set clk_period 2.0
set clk_io_pct 0.2

create_clock -name clk0 -period $clk_period [get_ports {clk}]

set non_clock_inputs [all_inputs -no_clocks]
set_input_delay [expr $clk_period * $clk_io_pct] -clock clk0 $non_clock_inputs
set_output_delay [expr $clk_period * $clk_io_pct] -clock clk0 [all_outputs]
--- design.v ---
module BANK(clk, input_valid, row_num, output_valid, out);
	input clk; 							 
	input input_valid;					 
	input [3:0] row_num;				 
	output reg [31:0] out;
	output reg output_valid;
	reg [1:0] counter;					 
	reg [3:0] open_row_num;				 
	reg [31:0] bank [0:15]; 			 
	reg open_row; 						 
	initial
		begin							 
			bank[0] = 0;
			bank[1] = 1;
			bank[2] = 2;
			bank[3] = 3;
			bank[4] = 4;
			bank[5] = 5;
			bank[6] = 6;
			bank[7] = 7;
			bank[8] = 8;
			bank[9] = 9;
			bank[10] = 10;
			bank[11] = 11;
			bank[12] = 12;
			bank[13] = 13;
			bank[14] = 14;
			bank[15] = 15;	
			output_valid = 1'b0;
			out = 1'b0;					
			counter = 2'bxx;
			open_row_num = 4'b0000;
			open_row = 1'b0;
		end
	always @(posedge clk)
		begin
			if (input_valid == 1)
			begin
				output_valid = 0;
				out <= bank[row_num];
				open_row_num <= row_num;
				if (open_row == 1'b0)
				begin
					counter <= 2'd1;
					output_valid <= 0;
					open_row <= 1'b1;
				end
				else if (row_num == open_row_num)
				begin
					counter <= 2'd0;
					output_valid <= 1;
				end
				else
				begin
					counter <= 2'd2;
					output_valid <= 0;
				end
			end
			if (counter == 2'd1)
			begin
				counter <= 2'd0;
				output_valid <= 1;
			end
			else if (counter == 2'd2) 
			begin
				counter <= 2'd1; 
			end
		end
endmodule
--- run.sh ---
#!/bin/bash
# OpenROAD 26Q1-2900-gdf79404cd8, Yosys 0.63+post, stock flow scripts
make -C /OpenROAD-flow-scripts/flow DESIGN_CONFIG=/design/flow/config.mk WORK_HOME=/design/flow/orfs finish
==> results.yml <==
# flow metrics
pwr:
  p_seq_share_pct: 53.9
  powerDensity_nw_per_um2: 699
  switching_power_uw: 95.7
  power.leakage_nw: 0.256
  combPwrFrac_pct: 14.2
  swShare_pct: 22.2
  vdd_drop_max_mv: 0.172
  intPower_uw: 335
  power_uw: 430
  power.share.clock_pct: 31.9
setup_path:
  startpoint_type: "register"
  crit_path_end_kind: "output port"
  crit_slowest_cell: "clkdlybuf4s50_1"
  critPathTopFamily: "buffers and inverters"
  worstPathRequired_ns: 1.60
  worstPathArrival_ns: 1.10
  path_buffers: 1
  path_cells: "clkdlybuf4s50_1"
  max_stage_delay_ns: 0.48
  critPathKind: "register to output port"
  crit_fanout: 2
route:
  wl_per_cell_um: 9.60
  drc_errors: 0
  vias_per_cell: 2.66
  wl_um: 1090
  route.antenna.remaining_nets: 0
  vias: 301
  drt_first_pass_iters: 3
  drtIter0Drc: 36
  diodes: 0
floorplan:
  num_rows: 21
  fp_util_pct: 15.8
  fp.coreArea_um2: 3420
  dieArea_um2: 6400
  ioPinCount: 39
  chipHeight_um: 80
  dieWidth_um: 80
cts:
  root_buffer: "clkbuf_4"
  cts_resized: 0
  cts-hold-fix-buffers: 0
  cts_tree: "yes"
  clock_path_buffers: 2
  clk_latency_ns: 0.25
  cts.htree.levels: 1
  cts_num_sinks: 9
  post_cts_buffers: 0
  numCtsBuffers: 3
  clk_pin_slew_ns: 0.06
yosys:
  syn_area_per_cell_um2: 10.0
  synth_stat.cells: 54
  ys_area_um2: 541
  syn-cell-area_um2: 541
  ys_ff: 9
  synthCells: 54
  yosys_warnings: 1
  yosysUniqueCellTypes: 12
  yosys.stat.seqShare_pct: 42.6
final_timing:
  drv_slew: 0
  fmax_mhz: 665
  setup_violations: 0
  rsz0062_at_grt: "no"
  fin_worst_skew_ns: 0.00614
  finalClockPeriodUsage_pct: 75.2
  fin_setup_tns_ns: 0
  min_period_ns: 1.50
  finalHoldViolCount: 0
final_layout:
  final_layout_size_suffix_gt1_share_pct: 4.48
  fillers: 392
  area_delta_synth_final_pct: 13.9
  final_cell_mix: "29 x conb_1, 10 x clkdlybuf4s50_1, 5 x edfxtp_1, 4 x xnor2_1, 4 x dfxtp_1"
  logic_area_um2: 198
  layout_top_cell: "conb_1"
  flop_area_um2: 230
placed_design:
  io_buffers: 10
  hpwl_um: 922
  place_congestion: 0.739
global_route:
  grt_max_degree: 10
  track_usage_pct: 3.01
  antenna_found_initial: 0
  grt_overflow: 0
  grt_pass1_vias: 379
  grt_pass1_wl_um: 1580
status:
  status: "finished clean"
job:
  cap_violations: 0
  warning_count: 25
min_path:
  worstHoldPathType: "register to register"
state kept, by name, indices dropped and copies added (netlist names):
name / cells
counter: 3
output_valid: 1
open_row_num: 4
open_row: 1
final cells by class:
class	instances	area share [%]
clock buffers	4	4.27
inverters	1	0.610
multi-input cells	43	32.1
flip-flops and latches	9	37.4
well taps	46	9.35
repair buffers	10	16.3
power by group through the flow:
stage	logic, mW	registers, mW	clock network [mW]
6_report	0.0610	0.232	0.137
4_1_cts	0.0647	0.232	0.140
5_1_grt	0.0720	0.236	0.150
cells by family after synthesis:
group	count (synthesis)	share of synthesized area (%)
other	2	1.39
AND/OR/NAND/NOR	5	4.86
flip-flops	9	42.6
buffers and inverters	29	39.6
AND-OR/OR-AND	5	5.09
XOR/XNOR	4	6.48
worst paths after layout:
check,start,end,slack [ns],cells after the start
hold / removal,counter[1]$_DFF_P_,counter[2]$_DFF_P_,0.43,1
setup reg to reg,open_row_num[2]$_DFFE_PP_,counter[1]$_DFF_P_,0.91,3
setup / recovery,open_row_num[2]$_DFFE_PP_,out[2],0.50,1
hold reg to reg,counter[1]$_DFF_P_,counter[2]$_DFF_P_,0.43,1
per-layer routing:
layer  track usage, %  up-vias  part of all wire (%)
li1                 -      142                     -
met1             3.89      131                    46
met2             4.33       26                    40
met3             1.14        2                    10
met4             1.41        0                   2.7
met5                0        -                     0
stage by stage:
stage | instance area (um2) | instances | utilization, % | hold WS [ns] | setup slack (ns)
final | 616 | 113 | 18.0 | 0.428 | 0.496
after global routing | 616 | 113 | 18.0 | 0.448 | 0.439
after CTS | 616 | 113 | 18.0 | 0.431 | 0.479
after detailed placement | 589 | 109 | 17.3 | 0.414 | 0.417
after global placement | 589 | 109 | 17.3 | 0.400 | 0.455
after floorplan | 642 | 81 | - | 0.395 | 1.05
cell usage after synthesis (all sizes together):
| library cell | instances | share of area [%] |
|---|---|---|
| conb | 2 | 1.4 |
| o21ai | 2 | 1.9 |
| o21bai | 1 | 1.4 |
| nand2 | 3 | 2.1 |
| nand4 | 1 | 1.2 |
| dfxtp | 4 | 15 |
| edfxtp | 5 | 28 |
| inv | 1 | 0.69 |
| buf | 28 | 39 |
| and4 | 1 | 1.6 |
| a21oi | 2 | 1.9 |
| xnor2 | 4 | 6.5 |
Power figures rest on the tool's default switching activity, not on a simulated workload.
