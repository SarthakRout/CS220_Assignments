==> constraint.sdc <==
current_design register_file

set clk_period 2.8
set clk_io_pct 0.2

create_clock -name clk0 -period $clk_period [get_ports {clk}]

set non_clock_inputs [all_inputs -no_clocks]
set_input_delay [expr $clk_period * $clk_io_pct] -clock clk0 $non_clock_inputs
set_output_delay [expr $clk_period * $clk_io_pct] -clock clk0 [all_outputs]
==> config.mk <==
export PLATFORM = sky130hd
export DESIGN_NAME = register_file
export DESIGN_NICKNAME = register_file
export VERILOG_FILES = /design/flow/design.v
export SDC_FILE = /design/flow/constraint.sdc
export NUM_CORES = 4
export LEC_CHECK = 1
export CORE_UTILIZATION = 30
==> run.sh <==
#!/bin/bash
# OpenROAD 26Q1-2900-gdf79404cd8, Yosys 0.63+post, stock flow scripts
make -C /OpenROAD-flow-scripts/flow DESIGN_CONFIG=/design/flow/config.mk WORK_HOME=/design/flow/orfs finish
==> design.v <==
module register_file(clk, valid, read_addr_1, read_addr_2, write_addr, write_data, read_1, read_2);
input clk;										 
input [2:0] valid;        						 
input [4:0] read_addr_1;						 
input [4:0] read_addr_2;						 
input [4:0] write_addr;							 
input [15:0] write_data;						 
output reg [15:0] read_1;						 
output reg [15:0] read_2;						 
reg [15:0] REGISTER[0:31]; 						 
reg read_cycles_counter;						 
reg write_cycles_counter;						 
initial											 
	begin				
		read_cycles_counter = 2'b0;
		write_cycles_counter = 2'b0;
		REGISTER[0] = 16'b0; 
		REGISTER[1] = 16'b0; 
		REGISTER[2] = 16'b0; 
		REGISTER[3] = 16'b0; 
		REGISTER[4] = 16'b0; 
		REGISTER[5] = 16'b0; 
		REGISTER[6] = 16'b0; 
		REGISTER[7] = 16'b0; 
		REGISTER[8] = 16'b0; 
		REGISTER[9] = 16'b0; 
		REGISTER[10] = 16'b0; 
		REGISTER[11] = 16'b0; 
		REGISTER[12] = 16'b0; 
		REGISTER[13] = 16'b0; 
		REGISTER[14] = 16'b0; 
		REGISTER[15] = 16'b0; 
		REGISTER[16] = 16'b0; 
		REGISTER[17] = 16'b0; 
		REGISTER[18] = 16'b0; 
		REGISTER[19] = 16'b0; 
		REGISTER[20] = 16'b0; 
		REGISTER[21] = 16'b0; 
		REGISTER[22] = 16'b0; 
		REGISTER[23] = 16'b0; 
		REGISTER[24] = 16'b0; 
		REGISTER[25] = 16'b0; 
		REGISTER[26] = 16'b0; 
		REGISTER[27] = 16'b0; 
		REGISTER[28] = 16'b0; 
		REGISTER[29] = 16'b0; 
		REGISTER[30] = 16'b0; 
		REGISTER[31] = 16'b0; 
	end
	always @(posedge clk)
		begin
			if (read_cycles_counter == 1'b1) 						 
				begin
					read_1 <=  REGISTER[read_addr_1];
					read_2 <=  REGISTER[read_addr_2];
					read_cycles_counter <= 1'b0;
				end
			if (write_cycles_counter == 1'b1)						 
				begin
					REGISTER[write_addr] <=  write_data;
					write_cycles_counter <= 1'b0;
				end
			if ( valid[0] || valid[1])								 
				begin
					read_cycles_counter <= 1'b1;
				end
			if (valid[2])											 
				begin
					write_cycles_counter <= 1'b1;
				end
		end
endmodule
==> notes.md <==
run metrics: largest net degree at the start of global routing=48, Die Area=87,200 sq um, asr flop ratio synth=0%, switch share=22.7%, Reg2Reg Setup Slack=1.01 ns, Critical Path RT=3.13 ns, P_leak=11.0 nW, YS warnings=1, status=finished clean, Starting Density=30.3%, fin. max-slew vios=0, Yosys Chip Area=25,800 sq um, critical path class=in2reg, Worst Hold Class=in2reg, count of buffers inserted at the top-level ports=66, total CTS buffers=56, Post-synth seq share=63.5%, most used flip-flop cell=edfxtp_1, register share of total power=50.3%, Yosys top cell by area=edfxtp_1, ratio of cells with drive above 1 in the final layout=14.0%, hold_ws=0.406 ns, Metal-1 WL=28,100 microns, RSZ-0062 raised after global routing=no, initial antenna violation count=4, die span in x=295 microns, number of enable flip-flop cells=544, Main area contributors=edfxtp_1, mux2i_1, a22oi_1, Synth top cell by count=edfxtp_1, Routed WL per cell=24.3 microns, slowest CP cell=clkdlybuf4s50_1, CTS tree=yes, Worst Setup Start Kind=primary input, Max FO, Critical Path=12, #FFs+latches synth=546, Yosys Instances=1,731, worst skew pair latency=0.62 ns, Worst path top cell family by delay=buffers and inverters, vias in the first global route=17,100, Clock Path Buffers=3, worst vdd ir=0.465 mV, measured slew at the worst slew-check pin=0.619 ns, Core Region=85,100 sq um, post-CTS setup buffer count=0, gp weighted congestion=0.920, cycle use final=87.1%, comb. cell area=8510 sq um, delay of the slowest critical-path stage=0.57 ns, clock power share=40.6%, IO Pins=67, clk slew on worst S/H paths=0.06 ns, Setup crit end kind=flop, max-cap violations=0, GR Util All Layers=18.0%, Setup Viol. Count Final=0, Routed Antenna Nets=0, met2 WL=35,300 microns, clock period minus worst slack=2.44 ns, Total Wirelength=74,200 microns, met3 WL=9410 microns, Die Height=295 microns, Synth top area share=63.3%, Fin. Hold Viols=0, Yosys cell types=28, relative slew slack=58.4%, DR iter-0 viols=991, Root Buffer=clkbuf_16, Psw=0.00416 W, pwr/cell area=600 nW/um^2, gr ovfl total=0, Combinational Power Share=9.1%, Synth Cell Area=25,800 sq um, hold-fix buffers at CTS=0, vias per cell=5.29, top cells by count=edfxtp_1, mux2i_1, a22oi_1, nand3_1, nand2_1, Area Overhead vs Synth=18.3%, DRC=0, critical path arrival=2.77 ns, clock sink total=546, maximum clock skew at final layout=0.0148 ns, htree depth=2, Syn Area/Cell=14.9 sq um, FILL cells=7,948, Syn Inst Count=1,731, register area=16,400 sq um, highest metal used=met5, Int Pwr=0.0141 W, n_diodes=0, Buf/Inv on CP=2, Core Rows=107, via count=16,100, f_max=410 MHz, DP HPWL=48,000 microns, Critical Path, Cell by Cell=clkdlybuf4s50_1 > and2_2 > buf_4 > a22o_1 > nor3_1 > a31oi_1 > nand3_1, tool warnings=25, cts repair resizes=0, Final Power=0.0183 W, first-pass GRT wire length=110,000 microns, drt pass-1 iters=5
-- power by group through the flow --
| stage | sequential [W] | clock [W] | combinational, W |
|---|---|---|---|
| 4_1_cts | 0.00921 | 0.00755 | 0.00167 |
| 5_1_grt | 0.00921 | 0.00787 | 0.00178 |
| 6_report | 0.00920 | 0.00743 | 0.00167 |
-- per-stage QoR --
stage / instance area, sq um / TNS (ns) / std cells / util [%] / worst slack, ns
2_1_floorplan: 25800 / 0 / 1731 / - / 0.500
3_3_place_gp: 28700 / -0.665 / 2951 / 33.7 / -0.152
3_5_place_dp: 28700 / -0.941 / 2951 / 33.7 / -0.199
4_1_cts: 30500 / 0 / 3054 / 35.8 / 0.465
5_1_grt: 30500 / 0 / 3054 / 35.8 / 0.302
6_report: 30500 / 0 / 3054 / 35.8 / 0.362
-- placed cells by master (no fill, tap or decap), types with 2 or more instances in the layout --
cell type,instances
clkinv_2,9
a22oi_1,128
clkbuf_1,12
and2_2,2
nor2_4,2
buf_8,2
nand3b_1,5
nand2b_1,4
nor3_1,32
nand4_1,32
clkinvlp_4,3
a31oi_1,32
bufinv_16,7
nand2_1,65
a21oi_1,64
or2_1,2
buf_12,51
buf_4,92
clkdlybuf4s50_1,64
clkbuf_16,56
or3b_2,3
mux2i_1,512
a22o_1,64
clkinv_1,13
nor2b_4,4
nand3_1,66
nor2_2,32
edfxtp_1,544
-- state kept, by name, summed over array words and instances (netlist names) --
register,count
REGISTER,512
read_1,16
read_2,16
read_cycles_counter,1
write_cycles_counter,1
-- path summary, 6_finish.rpt --
kind | end | from | cells past startpoint
worst min register to register | read_1[4] | REGISTER[18][4] | 4
worst max-delay path | read_1[9] | read_addr_1[2] | 7
worst min-delay path | write_cycles_counter | valid[2] | 1
worst max register to register | REGISTER[24][7] | write_cycles_counter | 3
-- cell families (layout without fill, tap and decap cells) --
logic type             after synthesis  in the layout  share of synthesized area, %
AND/OR/NAND/NOR                    252            252                          4.78
multiplexers                       512            512                          19.9
flip-flops                         546            546                          63.5
buffers and inverters              133            312                          3.95
AND-OR/OR-AND                      288            288                          7.92
-- final cells by class --
| cell class | instances | area share, % |
|---|---|---|
| well taps | 1144 | 4.69 |
| multi-input cells | 1052 | 27.9 |
| clock buffers | 68 | 4.74 |
| clock inverters | 35 | 1.18 |
| repair buffers | 209 | 7.81 |
| flip-flops and latches | 546 | 53.7 |
-- per-layer routing --
layer  vias up  global-route usage, %
met4         6                   2.93
met2       859                   28.2
met5         -                  0.831
met3       105                   10.3
met1      7987                   22.6
li1       7184                      -
Power and IR drop assume default switching activity.
